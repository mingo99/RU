$ cat ./run.sh
#!/bin/bash
# OpenROAD 26Q1-2900-gdf79404cd8, Yosys 0.63+post, stock flow scripts
make -C /OpenROAD-flow-scripts/flow DESIGN_CONFIG=/design/flow/config.mk WORK_HOME=/design/flow/orfs finish
$ cat ./config.mk
export PLATFORM = sky130hd
export DESIGN_NAME = rf_psum_33
export DESIGN_NICKNAME = rf_psum_33
export VERILOG_FILES = /design/flow/design.v
export SDC_FILE = /design/flow/constraint.sdc
export NUM_CORES = 4
export LEC_CHECK = 1
export CORE_UTILIZATION = 50
export SYNTH_HDL_FRONTEND = slang
$ cat ./constraint.sdc
current_design rf_psum_33

set clk_period 21.7
set clk_io_pct 0.2

create_clock -name clk0 -period $clk_period [get_ports {clk}]

set non_clock_inputs [all_inputs -no_clocks]
set_input_delay [expr $clk_period * $clk_io_pct] -clock clk0 $non_clock_inputs
set_output_delay [expr $clk_period * $clk_io_pct] -clock clk0 [all_outputs]
$ cat ./design.v
typedef logic [32-1:0] sum_t;
typedef logic signed [7:0] mult_t;
typedef logic signed [32-1:0] sum_q[$];
module fifomem #(
    parameter DWIDTH = 25,
    parameter AWIDTH = 4
) (   
    input  wire              clk, wen,
    input  wire [AWIDTH-1:0] waddr, raddr,
    input  wire [DWIDTH-1:0] wdata,
    output wire [DWIDTH-1:0] rdata
);   
    localparam DEPTH = 1 << AWIDTH;
    reg [DWIDTH-1:0] mem[DEPTH];
    always @(posedge clk) begin
        if (wen) mem[waddr] <= wdata;
    end
    assign rdata = mem[raddr];
endmodule
module psum_add_33 #(
    parameter DWIDTH = 25
) (
    input  wire                     clk,
    input  wire                     rstn,
    input  wire signed [DWIDTH-1:0] pe0_data,
    input  wire signed [DWIDTH-1:0] pe1_data,
    input  wire signed [DWIDTH-1:0] pe2_data,
    input  wire signed [DWIDTH-1:0] psum_in,
    output reg signed  [DWIDTH-1:0] psum_out
);
    reg signed [DWIDTH-1:0] psum0;
    reg signed [DWIDTH-1:0] psum1;
    always @(posedge clk or negedge rstn) begin
        if (!rstn) begin
            psum0 <= 0;
            psum1 <= 0;
            psum_out <= 0;
        end else begin
            psum0 <= pe0_data + pe1_data;
            psum1 <= pe2_data + psum_in;
            psum_out <= psum0 + psum1;
        end
    end
endmodule
module rf_psum_33 #(
    parameter DWIDTH = 32,
    parameter AWIDTH = 4
) (
    input wire clk,
    input wire rstn,
    input wire data_valid,
    input wire ic_done,
    input wire oc_done,
    input wire signed [DWIDTH-1:0] pe0_data,
    input wire signed [DWIDTH-1:0] pe1_data,
    input wire signed [DWIDTH-1:0] pe2_data,
    output wire                     result_valid,
    output wire signed [DWIDTH-1:0] result
);
    wire ping_full, ping_empty, ping_wren, ping_rden;
    wire pong_full, pong_empty, pong_wren, pong_rden;
    wire [DWIDTH-1:0] psum_out, ping_dout, pong_dout;
    reg data_valid_reg, psum_out_valid;
    always @(posedge clk or negedge rstn) begin
        if (~rstn) begin
            data_valid_reg <= 1'b0;
            psum_out_valid <= 1'b0;
        end else begin
            data_valid_reg <= data_valid;
            psum_out_valid <= data_valid_reg;
        end
    end
    reg [4:0] oc_done_reg, ic_done_reg;
    always @(posedge clk or negedge rstn) begin
        if (~rstn) begin
            ic_done_reg <= 'b0;
            oc_done_reg <= 'b0;
        end else begin
            ic_done_reg <= {ic_done_reg[3:0], ic_done};
            oc_done_reg <= {oc_done_reg[3:0], oc_done};
        end
    end
    wire psum_in_valid, switch_en;
    assign psum_in_valid = ic_done_reg[4];
    assign switch_en = oc_done_reg[4];
    reg fifo_sel;
    always @(posedge clk or negedge rstn) begin
        if (~rstn) begin
            fifo_sel <= 1'b0;
        end else if (switch_en) begin
            fifo_sel <= ~fifo_sel;
        end
    end
    reg ping_psum_state, ping_sum_state;
    reg pong_psum_state, pong_sum_state;
    wire ping_psum_state_nxt, ping_sum_state_nxt;
    wire pong_psum_state_nxt, pong_sum_state_nxt;
    assign ping_psum_state_nxt = ping_psum_state ? ~switch_en : psum_in_valid & ~fifo_sel;
    assign pong_psum_state_nxt = pong_psum_state ? ~switch_en : psum_in_valid & fifo_sel;
    assign ping_sum_state_nxt  = ping_sum_state ? ~ping_empty : switch_en & ~fifo_sel;
    assign pong_sum_state_nxt  = pong_sum_state ? ~pong_empty : switch_en & fifo_sel;
    always @(posedge clk or negedge rstn) begin
        if (~rstn) begin
            ping_psum_state <= 1'b0;
            pong_psum_state <= 1'b0;
            ping_sum_state  <= 1'b0;
            pong_sum_state  <= 1'b0;
        end else begin
            ping_psum_state <= ping_psum_state_nxt;
            pong_psum_state <= pong_psum_state_nxt;
            ping_sum_state  <= ping_sum_state_nxt;
            pong_sum_state  <= pong_sum_state_nxt;
        end
    end
    wire [DWIDTH-1:0] psum_in;
    assign psum_in = fifo_sel&pong_psum_state ? pong_dout : (
                ~fifo_sel&ping_psum_state ? ping_dout : 'b0);
    assign ping_wren = ~(ping_full | fifo_sel) & psum_out_valid;
    assign pong_wren = ~pong_full & fifo_sel & psum_out_valid;
    assign ping_rden = ping_sum_state ? ~ping_empty : ~ping_empty & data_valid & ping_psum_state;
    assign pong_rden = pong_sum_state ? ~pong_empty : ~pong_empty & data_valid & pong_psum_state;
    assign result_valid = (ping_sum_state & ping_rden) | (pong_sum_state & pong_rden);
    assign result = fifo_sel ? ping_dout : pong_dout;
    psum_add_33 #(
        .DWIDTH(DWIDTH)
    ) u_psum_add_33 (
        .clk     (clk),
        .rstn    (rstn),
        .pe0_data(pe0_data),
        .pe1_data(pe1_data),
        .pe2_data(pe2_data),
        .psum_in (psum_in),
        .psum_out(psum_out)
    );
    syncfifo #(
        .DWIDTH(DWIDTH),
        .AWIDTH(AWIDTH)
    ) ping_fifo_33 (
        .clk (clk),
        .rstn(rstn),
        .full(ping_full),
        .wren(ping_wren),
        .din (psum_out),
        .empty(ping_empty),
        .rden (ping_rden),
        .dout (ping_dout)
    );
    syncfifo #(
        .DWIDTH(DWIDTH),
        .AWIDTH(AWIDTH)
    ) pong_fifo_33 (
        .clk (clk),
        .rstn(rstn),
        .full(pong_full),
        .wren(pong_wren),
        .din (psum_out),
        .empty(pong_empty),
        .rden (pong_rden),
        .dout (pong_dout)
    );
endmodule
module syncfifo #(
    parameter DWIDTH = 8,
    parameter AWIDTH = 4
) (   
    input  wire                 clk, rstn,
    input  wire                 wren, rden,
    input  wire [DWIDTH-1:0]    din,
    output wire [DWIDTH-1:0]    dout,
    output wire                 full,
    output wire                 empty
);  
    parameter DEPTH = 1 << AWIDTH;
    reg [AWIDTH-1:0] wptr, rptr;
    wire [AWIDTH-1:0] wptr_nxt, rptr_nxt;
    reg  [AWIDTH:0] pptr;
    wire [AWIDTH:0] pptr_nxt;
    assign empty = pptr == 0;
    assign full = pptr == DEPTH;
    assign pptr_nxt = ~(wren^rden) ? pptr : (
                    wren&(~full) ? pptr + 1'b1 : (
                    rden&(~empty) ? pptr - 1'b1 : pptr));
    always @(posedge clk or negedge rstn) begin
        if (~rstn) begin
            pptr <= 0;
        end else begin
            pptr <= pptr_nxt;
        end
    end
    assign wptr_nxt = wren & (~full) ? wptr + 1'b1 : wptr;
    always @(posedge clk or negedge rstn) begin
        if (~rstn) begin
            wptr <= 0;
        end else begin
            wptr <= wptr_nxt;
        end
    end
    assign rptr_nxt = rden & (!empty) ? rptr + 1'b1 : rptr;
    always @(posedge clk or negedge rstn) begin
        if (~rstn) begin
            rptr <= 0;
        end else begin
            rptr <= rptr_nxt;
        end
    end
    fifomem #(
        .DWIDTH(DWIDTH),
        .AWIDTH(AWIDTH)
    ) u_fifomem (
        .clk  (clk),
        .wen  (wren & (~full)),
        .waddr(wptr),
        .raddr(rptr),
        .wdata(din),
        .rdata(dout)
    );
endmodule
==> results.py <==
# Synthesis and PnR figures
metrics = {
    "clocking": {
        "cts_root_buffer": "clkbuf_16",
        "clk_pin_slew_ns": 0.06,
        "numCtsBuffers": 118,
        "post_cts_buffers": 0,
        "cts_tree": "yes",
        "htree_levels": 3,
        "clock_sinks": 1163,
        "cts_buffer_depth": 3,
        "clk_latency_ns": 0.70,
        "cts_resized": 0,
        "hold_buffers": 0,
    },
    "cells_and_area": {
        "area_growth_pct": 14.42,
        "stdcell_count": 4023,
        "comb_area_sq_um": 13370,
        "stdcell_area_sq_um": 55000,
        "drive_gt1_share_pct": 23.66,
        "top_regs": "ping_fifo_33.u_fifomem.mem x512, pong_fifo_33.u_fifomem.mem x512",
        "seq_area_sq_um": 34250,
        "nFillCells": 6746,
    },
    "global_route": {
        "grt_use_total_pct": 26.79,
        "grt_pass1_vias": 26450,
        "grt_max_degree": 70,
        "grt_use_met3_pct": 20.49,
        "gr-total-overflow": 0,
        "grt.busiest_layer": "met2",
        "grtUsageMet1_pct": 33.80,
        "grt_pass1_wl_microns": 168200,
        "antenna_found_initial": 1,
        "use_met2_pct": 39.53,
    },
    "run": {
        "warning_count": 34,
        "maxCapViolCount": 0,
    },
    "pwr": {
        "clockPowerShare_pct": 24.6,
        "switching_power_w": 0.002581,
        "power.density_nw_per_um2": 145.5,
        "seq_power_share_pct": 40.3,
        "p_total_w": 0.008000,
        "ir_worst_vdd_mv": 0.07873,
        "pwr-share-comb_pct": 35.1,
        "p_leak_nw": 18.58,
        "switching_share_pct": 32.26,
        "intPower_w": 0.005420,
    },
    "synth": {
        "synth.top_cell.area_share_pct": 63.97,
        "synth-area-yosys_sq_um": 48070,
        "ys_cells": 2425,
        "top_cells_by_count": "1,024 x edfxtp_1, 318 x mux4_2, 139 x dfrtp_1, 111 x ha_1, 87 x a21oi_1",
        "yosysTopAreaCell": "edfxtp_1",
        "synthArstFlopShare_pct": 11.95,
        "synthCells": 2425,
        "synthFlopType": "edfxtp_1",
        "syn_area_per_cell_sq_um": 19.82,
        "synthDistinctLibCells": 68,
        "ys_seq_elements": 1163,
        "top_cell": "edfxtp_1",
        "edf_count": 1024,
        "synth_seq_share_pct": 71.20,
        "topCellsByArea": "edfxtp_1 64%, mux4_2 15%, dfrtp_1 7.2%",
        "ys.warnings.count": 0,
        "syn_area_sq_um": 48070,
    },
    "timing": {
        "max_slew.worst_pin.slew_ns": 1.026,
        "fmax_mhz": 110.6,
        "rsz0062_at_grt": "no",
        "finalHoldViolations": 0,
        "post-route-period-util_pct": 41.66,
        "slew_headroom_pct": 31.59,
        "setup_viol": 0,
        "skew_ns": 0.02745,
        "fin_setup_tns_ns": 0,
        "drv_slew": 0,
        "final.min_clock_period_ns": 9.040,
    },
    "detailed_routing": {
        "drc": 0,
        "wl_microns": 113600,
        "wire_per_inst_microns": 28.24,
        "drt-initial-drc-count": 1287,
        "viasPerCell": 5.948,
        "first_pass_iters": 5,
        "vias": 23930,
        "ant_nets": 0,
    },
    "worst_setup_path": {
        "crit_path_cell_trace": "buf_12 -> buf_4 -> mux4_2 -> mux4_2 -> mux2_2 -> clkdlybuf4s50_1",
        "worstPathRequired_ns": 17.36,
        "cp_top_family": "buffers and inverters",
        "critical_path.max_fanout": 69,
        "cp_slowest_cell": "dfrtp_4",
        "critPathKind": "reg2out",
        "crit_path_frequent_cell": "mux4_2",
        "crit_arrival_ns": 4.70,
        "slowest_delay_ns": 0.87,
        "path_buffers": 3,
        "start_kind": "flop",
        "reg2reg_slack_ns": 15.33,
        "end_kind": "primary output",
    },
    "floorplan": {
        "die_width_microns": 312.1,
        "chip_area_sq_um": 97380,
        "fp_util_pct": 50.52,
        "boundaryPins": 134,
        "coreArea_sq_um": 95150,
        "die_y_microns": 312.1,
        "rows": 113,
    },
    "placement": {
        "placed_area_sq_um": 51230,
        "routabilityCongestion": 0.8909,
        "placed_cells": 3800,
        "io_buffers": 133,
        "dp_hpwl_microns": 63990,
    },
    "run_status": {
        "status": "finished clean",
    },
    "min_path": {
        "holdCritPathClass": "reg2reg",
    },
}
==> through the flow <==
step	hold WS, ns	worst slack, ns	util, %
finish	0.3448	12.66	57.80
floorplan	0.3312	14.84	-
global route	0.3553	12.37	57.80
global placement	0.3315	13.37	53.84
CTS	0.3475	12.58	57.80
detailed placement	0.3347	13.35	53.84
==> final timing paths <==
| path | cells past startpoint | from | endpoint |
|---|---|---|---|
| min reg2reg | 0 | ic_done_reg[3] | ic_done_reg[4] |
| min | 0 | ic_done_reg[3] | ic_done_reg[4] |
| min in group asynchronous | 1 | rstn | u_psum_add_33.psum1[28] |
| max reg2reg | 15 | ping_fifo_33.rptr[0] | u_psum_add_33.psum1[30] |
| max in group asynchronous | 2 | rstn | pong_fifo_33.rptr[0] |
| max | 6 | ping_fifo_33.rptr[0] | result[22] |
==> area by class of cell <==
class | count | area share (%)
clock buffer | 161 | 5.867
timing repair buffer | 208 | 3.469
clock inverter | 60 | 0.9804
sequential | 1163 | 62.27
multi-input combinational | 1132 | 24.31
antenna | 2 | 0.009099
inverter | 32 | 0.2184
tap | 1265 | 2.878
==> power by group through the flow <==
stage     registers [W]  logic [W]  clock network (W)
4_1_cts         0.00323    0.00285            0.00201
6_report        0.00323    0.00280            0.00197
5_1_grt         0.00327    0.00308            0.00209
==> placed cells by master (no fill, tap or decap), types with 34 or more instances in the layout <==
| cell | count |
|---|---|
| edfxtp_1 | 1024 |
| mux4_2 | 318 |
| clkdlybuf4s50_1 | 132 |
| dfrtp_1 | 130 |
| clkbuf_16 | 120 |
| ha_1 | 111 |
| a21oi_1 | 87 |
| xnor2_1 | 75 |
| buf_4 | 74 |
| nand2_1 | 59 |
| nor2_1 | 55 |
| a21o_1 | 48 |
| o21ai_0 | 40 |
| mux2_2 | 36 |
| clkbuf_1 | 34 |
==> per-layer routing <==
metal | wire length [microns] | vias to the layer above
met3 | 19990 | 151
met4 | 2403 | 0
met1 | 35900 | 11920
met5 | 0 | -
met2 | 55310 | 1387
li1 | - | 10470
==> worst register-to-register path: stages, from the launching register on <==
cell and delay, ns:
dfrtp_4 0.87, buf_12 0.49, buf_4 0.79, mux4_2 0.62, mux4_2 0.50, a22o_1 0.27
ha_1 0.36, a21oi_1 0.34, o221ai_2 0.15, a41o_1 0.30, o41ai_2 0.47, o31a_1 0.25
o31a_1 0.30, o31a_1 0.29, o21ai_1 0.10, xor2_1 0.14
==> kinds of logic (layout without fill, tap and decap cells) <==
logic type	count (synthesis)	after routing	synth area share, %
flip-flops	1163	1163	71.20
adder cells (fa/ha/maj)	116	116	3.097
other	0	2	0
multiplexers	356	356	15.78
AND-OR/OR-AND	304	304	4.282
AND/OR/NAND/NOR	248	248	2.585
XOR/XNOR	108	108	1.968
buffers and inverters	130	461	1.080
Power and IR drop assume default switching activity.
