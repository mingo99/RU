[flow/config.mk]
export PLATFORM = sky130hd
export DESIGN_NAME = rf_psum_11
export DESIGN_NICKNAME = rf_psum_11
export VERILOG_FILES = /design/flow/design.v
export SDC_FILE = /design/flow/constraint.sdc
export NUM_CORES = 4
export LEC_CHECK = 1
export CORE_UTILIZATION = 30
export SYNTH_HDL_FRONTEND = slang
[flow/constraint.sdc]
current_design rf_psum_11

set clk_period 17.0
set clk_io_pct 0.2

create_clock -name clk0 -period $clk_period [get_ports {clk}]

set non_clock_inputs [all_inputs -no_clocks]
set_input_delay [expr $clk_period * $clk_io_pct] -clock clk0 $non_clock_inputs
set_output_delay [expr $clk_period * $clk_io_pct] -clock clk0 [all_outputs]
[flow/design.v]
typedef logic [32-1:0] sum_t;
typedef logic signed [7:0] mult_t;
typedef logic signed [32-1:0] sum_q[$];
module fifomem #(
    parameter DWIDTH = 25,
    parameter AWIDTH = 4
) (   
    input  wire              clk, wen,
    input  wire [AWIDTH-1:0] waddr, raddr,
    input  wire [DWIDTH-1:0] wdata,
    output wire [DWIDTH-1:0] rdata
);   
    localparam DEPTH = 1 << AWIDTH;
    reg [DWIDTH-1:0] mem[DEPTH];
    always @(posedge clk) begin
        if (wen) mem[waddr] <= wdata;
    end
    assign rdata = mem[raddr];
endmodule
module psum_add_11 #(
    parameter DWIDTH = 32,
    parameter PE_DWIDTH = 16
) (
    input wire                        clk,
    input wire                        rstn,
    input wire signed [PE_DWIDTH-1:0] pe_data,
    input wire signed [   DWIDTH-1:0] psum_in,
    output reg signed [DWIDTH-1:0] psum_out
);
    always @(posedge clk or negedge rstn) begin
        if (!rstn) begin
            psum_out <= 0;
        end else begin
            psum_out <= psum_in + pe_data;
        end
    end
endmodule
module rf_psum_11 #(
    parameter DWIDTH = 32,
    parameter AWIDTH = 4,
    parameter PE_DWIDTH = 16
) (
    input wire clk,
    input wire rstn,
    input wire ic_done,
    input wire oc_done,
    input wire                        data_valid,
    input wire signed [PE_DWIDTH-1:0] pe_data,
    output wire                     result_valid,
    output wire signed [DWIDTH-1:0] result
);
    wire ping_full, ping_empty, ping_wren, ping_rden;
    wire pong_full, pong_empty, pong_wren, pong_rden;
    wire [DWIDTH-1:0] psum_out, ping_dout, pong_dout;
    reg psum_out_valid;
    always @(posedge clk or negedge rstn) begin
        if (~rstn) begin
            psum_out_valid <= 1'b0;
        end else begin
            psum_out_valid <= data_valid;
        end
    end
    reg [1:0] oc_done_reg, ic_done_reg;
    always @(posedge clk or negedge rstn) begin
        if (~rstn) begin
            ic_done_reg <= 'b0;
            oc_done_reg <= 'b0;
        end else begin
            ic_done_reg <= {ic_done_reg[0], ic_done};
            oc_done_reg <= {oc_done_reg[0], oc_done};
        end
    end
    wire psum_in_valid, switch_en;
    assign psum_in_valid = ic_done_reg[1];
    assign switch_en = oc_done_reg[1];
    reg fifo_sel;
    always @(posedge clk or negedge rstn) begin
        if (~rstn) begin
            fifo_sel <= 1'b0;
        end else if (switch_en) begin
            fifo_sel <= ~fifo_sel;
        end
    end
    reg ping_psum_state, ping_sum_state;
    reg pong_psum_state, pong_sum_state;
    wire ping_psum_state_nxt, ping_sum_state_nxt;
    wire pong_psum_state_nxt, pong_sum_state_nxt;
    assign ping_psum_state_nxt = ping_psum_state ? ~switch_en : psum_in_valid & ~fifo_sel;
    assign pong_psum_state_nxt = pong_psum_state ? ~switch_en : psum_in_valid & fifo_sel;
    assign ping_sum_state_nxt  = ping_sum_state ? ~ping_empty : switch_en & ~fifo_sel;
    assign pong_sum_state_nxt  = pong_sum_state ? ~pong_empty : switch_en & fifo_sel;
    always @(posedge clk or negedge rstn) begin
        if (~rstn) begin
            ping_psum_state <= 1'b0;
            pong_psum_state <= 1'b0;
            ping_sum_state  <= 1'b0;
            pong_sum_state  <= 1'b0;
        end else begin
            ping_psum_state <= ping_psum_state_nxt;
            pong_psum_state <= pong_psum_state_nxt;
            ping_sum_state  <= ping_sum_state_nxt;
            pong_sum_state  <= pong_sum_state_nxt;
        end
    end
    wire [DWIDTH-1:0] psum_in;
    assign psum_in = fifo_sel&pong_psum_state ? pong_dout : (
                ~fifo_sel&ping_psum_state ? ping_dout : 'b0);
    assign ping_wren = ~(ping_full | fifo_sel) & psum_out_valid;
    assign pong_wren = ~pong_full & fifo_sel & psum_out_valid;
    assign ping_rden = ping_sum_state ? ~ping_empty : ~ping_empty & data_valid & ping_psum_state;
    assign pong_rden = pong_sum_state ? ~pong_empty : ~pong_empty & data_valid & pong_psum_state;
    assign result_valid = (ping_sum_state & ping_rden) | (pong_sum_state & pong_rden);
    assign result = fifo_sel ? ping_dout : pong_dout;
    psum_add_11 #(
        .DWIDTH(DWIDTH)
    ) u_psum_add_11 (
        .clk     (clk),
        .rstn    (rstn),
        .pe_data (pe_data),
        .psum_in (psum_in),
        .psum_out(psum_out)
    );
    syncfifo #(
        .DWIDTH(DWIDTH),
        .AWIDTH(AWIDTH)
    ) ping_fifo_33 (
        .clk (clk),
        .rstn(rstn),
        .full(ping_full),
        .wren(ping_wren),
        .din (psum_out),
        .empty(ping_empty),
        .rden (ping_rden),
        .dout (ping_dout)
    );
    syncfifo #(
        .DWIDTH(DWIDTH),
        .AWIDTH(AWIDTH)
    ) pong_fifo_33 (
        .clk (clk),
        .rstn(rstn),
        .full(pong_full),
        .wren(pong_wren),
        .din (psum_out),
        .empty(pong_empty),
        .rden (pong_rden),
        .dout (pong_dout)
    );
endmodule
module syncfifo #(
    parameter DWIDTH = 8,
    parameter AWIDTH = 4
) (   
    input  wire                 clk, rstn,
    input  wire                 wren, rden,
    input  wire [DWIDTH-1:0]    din,
    output wire [DWIDTH-1:0]    dout,
    output wire                 full,
    output wire                 empty
);  
    parameter DEPTH = 1 << AWIDTH;
    reg [AWIDTH-1:0] wptr, rptr;
    wire [AWIDTH-1:0] wptr_nxt, rptr_nxt;
    reg  [AWIDTH:0] pptr;
    wire [AWIDTH:0] pptr_nxt;
    assign empty = pptr == 0;
    assign full = pptr == DEPTH;
    assign pptr_nxt = ~(wren^rden) ? pptr : (
                    wren&(~full) ? pptr + 1'b1 : (
                    rden&(~empty) ? pptr - 1'b1 : pptr));
    always @(posedge clk or negedge rstn) begin
        if (~rstn) begin
            pptr <= 0;
        end else begin
            pptr <= pptr_nxt;
        end
    end
    assign wptr_nxt = wren & (~full) ? wptr + 1'b1 : wptr;
    always @(posedge clk or negedge rstn) begin
        if (~rstn) begin
            wptr <= 0;
        end else begin
            wptr <= wptr_nxt;
        end
    end
    assign rptr_nxt = rden & (!empty) ? rptr + 1'b1 : rptr;
    always @(posedge clk or negedge rstn) begin
        if (~rstn) begin
            rptr <= 0;
        end else begin
            rptr <= rptr_nxt;
        end
    end
    fifomem #(
        .DWIDTH(DWIDTH),
        .AWIDTH(AWIDTH)
    ) u_fifomem (
        .clk  (clk),
        .wen  (wren & (~full)),
        .waddr(wptr),
        .raddr(rptr),
        .wdata(din),
        .rdata(dout)
    );
endmodule
[flow/run.sh]
#!/bin/bash
# OpenROAD 26Q1-2900-gdf79404cd8, Yosys 0.63+post, stock flow scripts
make -C /OpenROAD-flow-scripts/flow DESIGN_CONFIG=/design/flow/config.mk WORK_HOME=/design/flow/orfs finish
==> notes.md <==
Implementation results

Sequential cells were found to cover about three quarters of the synthesized design area. The H-tree depth is 3. The most used flip-flop cell after synthesis is sky130_fd_sc_hd__edfxtp_1. The kind of start point of the critical path is a flop. For reference, the placement row count at floorplan is 139. For the final routed database, the setup TNS stands at 0 ps. The clock tree skew after final layout is 24.07 ps.

The number of DRC markers after the initial detailed-route iteration is 1235. The slowest stage of the critical path is the sky130_fd_sc_hd__dfrtp_4 cell. The clock latency of the later-clocked register in the worst-skew pair is between 600 and 700 ps. The worst hold path begins at ic_done_reg[0].

Per the detail_route report, inserted antenna diodes total 0. The initial standard-cell utilization of the core is 30.30%. The layout overhead on the synthesized area is 14.14%. Yosys reported a register bit count of ~1100. The wire length of the first global-routing pass is roughly 150 mm.

After layout, the design draws a total of 0.009170 W. From bottom edge to top edge, the die measures 383.4 um. Entering global routing, the biggest net connects between 100 and 150 pins.

The chip footprint is roughly 0.15 sq mm. Summing all flip-flop and latch instances after layout gives about 0.032 sq mm. The number of port buffers is about 53.

The signal on the critical path passes through buf_4 > buf_4 > mux4_1 > mux4_2 > mux2_2 > clkdlybuf4s50_1. The via count of the first global-routing pass is about 23000. The final-report setup violation count is 0.

Summed over all layers, the routed wires come to around 110 mm. The startpoint-to-endpoint class of the critical path is flop to output pin. The total area inside the core boundary comes to around 0.14 sq mm. The synthesized area is between 0.04 and 0.05 sq mm. The total cell area at the placement stage is 0.04656 sq mm. The number of fillers in the final layout is 13080. Hold repair after CTS inserted 0 buffers. The post-detailed-route wirelength per cell is 25.95 um. The worst min-delay path category is flop to flop. The pin closest to its max-slew limit shows a slew of slightly below 1000 ps. The biggest fanout along the worst timing path is 35. In this run the deepest clock path goes through 3 buffers. The HPWL reported at the end of detailed placement is 62.30 mm. The maximum vdd ir drop is about 120 uV. Summed over all cells, the static leakage comes to about 16 nW.

The number of antenna violations at the first check in global routing came to 1. ~54 I/O pins were placed. By instance count, the cell type seen most on the critical path is sky130_fd_sc_hd__buf_4.

Global routing used approximately 16% of the available tracks across all layers. Per the post-CTS timing run, clock transition at the registers of the reported paths is roughly 60 ps. The routed via count divided by cell count is 5.040. The placer's final routability congestion estimate is just over 0.9. The count of nets left with antenna violations once routing finished came out at 0.

The count of buffers added by post-CTS timing repair for setup is 0. The number of different library cells in the post-synthesis netlist is ~57. The registers reported with the highest flop counts are ping_fifo_33.u_fifomem.mem: 512 flops, pong_fifo_33.u_fifomem.mem: 512 flops, u_psum_add_11.psum_out: 32 flops. The count of library flops with an enable pin is 1024.

The power density over the cells is approximately 180 mW/mm^2. The tool flagged a number of max-cap violations equal to 0. The die is roughly 380 um wide.

The launch point of the worst reg-to-reg path is pong_fifo_33.rptr[0]. Clock tree synthesis selected as its root buffer the cell sky130_fd_sc_hd__clkbuf_16. The data arrival time of the worst path is 4910 ps. The number of buffers and inverters on the critical path is 3. The CTS tree is yes. The portion of the clock cycle consumed by the worst path in the final layout is about half. After synthesis, the mean cell area works out to 22.10 sq um. The kind of cell adding the most delay to the critical path is buffers and inverters.

The element type at the critical path end is an output pin. Gates resized during post-CTS repair numbered 0. The achievable clock frequency is around 120 MHz. The share of layout cells above drive strength 1 is between 20% and 30%. The fraction of synthesis flops using an asynchronous set or reset pin is between 6 and 7%. For this block, the via count after detailed routing is between 20000 and 25000. The stat command in Yosys gives a chip area of 0.04364 sq mm. The number of cells on the worst reg-to-reg path is 13. The synthesis warning total is 0. The run finished with clean final reports.

The tightest slew margin relative to the limit is 33.94%. Per the cell usage report, the commonest logic cells after layout are 1024 x sky130_fd_sc_hd__edfxtp_1, 297 x sky130_fd_sc_hd__mux4_2, 103 x sky130_fd_sc_hd__clkbuf_16. The overall overflow remaining after global route is 0. For hold timing, the worst endpoint is ic_done_reg[1].

The delay of the slowest cell on the worst path is between 800 and 900 ps. The final report gives the standard cell area, fillers excluded, as approximately 0.05 sq mm. The routed design could run at a clock period as short as approximately 8300 ps. Counting endpoints that fail hold in the final report gives 0. After detailed routing, the number of remaining DRC violations is 0.

The cell count after synthesis came out at ~2000. Per the TritonCTS log, the buffer count is 100. In the hold timing report, the worst path depth is 0. The tally of OpenROAD warnings is 36. The number of slew-limit violations in the final report is 0. According to the CTS report, the clock sink count is around 1100. Setup repair after global routing left no endpoint under its margin. In this run the critical register-to-register path is captured at u_psum_add_11.psum_out[28].

In the log, the iteration count for the first detailed-route pass is 24. The most frequent logic cell in the layout is sky130_fd_sc_hd__edfxtp_1. In the Yosys report the total cell count is slightly below 2000. The layout report lists the multi-input gate area as 0.01071 sq mm.

The setup slack of the most critical reg-to-reg path is between 10000 and 15000 ps. The required time of the worst setup path is around 14000 ps. Hold is met by 355.0 ps.
[stage by stage]
step,util (%),cells,setup slack [ps]
after floorplan,-,1975,11450
after global placement,32.33,3891,9352
after detailed placement,32.33,3891,9296
after CTS,34.59,4076,8554
after global routing,34.59,4076,8342
final,34.59,4076,8688
[cells by family (layout without fill, tap and decap cells)]
family | Yosys count | in the layout | share of synthesized area (%)
flip-flops | 1092 | 1092 | 74.36
multiplexers | 359 | 359 | 17.53
AND/OR/NAND/NOR | 168 | 168 | 1.938
AND-OR/OR-AND | 149 | 149 | 2.394
buffers and inverters | 104 | 302 | 1.207
adder cells (fa/ha/maj) | 52 | 52 | 1.543
XOR/XNOR | 51 | 51 | 1.024
[area by class of cell]
class / instances / share of cell area, %
Clock buffer: 130 / 5.539
Timing Repair Buffer: 106 / 1.909
Multi-Input combinational cell: 779 / 21.50
Tap cell: 1903 / 4.780
Clock inverter: 55 / 0.9872
Sequential cell: 1092 / 65.20
Inverter: 11 / 0.08289
[report_power, final]
group          leakage (nW)  total [W]  internal, W  switching [W]
Sequential             10.0    0.00407      0.00358       0.000490
Clock                  1.60    0.00222      0.00126       0.000956
Combinational          4.24    0.00287      0.00140        0.00148
[routing by layer]
| layer | share of wire, % | vias to the layer above | track usage (%) |
|---|---|---|---|
| met3 | 25 | 147 | 18.37 |
| li1 | - | 8574 | - |
| met4 | 1.8 | 11 | 2.368 |
| met1 | 31 | 10130 | 16.29 |
| met2 | 42 | 1683 | 20.91 |
| met5 | 0.29 | - | 1.559 |
[synth_stat cells, types with 3 or more instances]
cell type                  count  area (sq um)
sky130_fd_sc_hd__edfxtp_1   1024         30750
sky130_fd_sc_hd__mux4_2      297          6689
sky130_fd_sc_hd__dfrtp_1      68          1702
sky130_fd_sc_hd__clkbuf_1     52         195.2
sky130_fd_sc_hd__ha_1         49         613.1
sky130_fd_sc_hd__nand2_1      45         168.9
sky130_fd_sc_hd__mux2_2       39         439.2
sky130_fd_sc_hd__a21oi_1      35         175.2
sky130_fd_sc_hd__and2_1       34         212.7
sky130_fd_sc_hd__nor2_1       34         127.6
sky130_fd_sc_hd__a22o_1       31         271.5
sky130_fd_sc_hd__xnor2_1      31         271.5
sky130_fd_sc_hd__o21ai_0      21         105.1
sky130_fd_sc_hd__xor2_1       20         175.2
sky130_fd_sc_hd__a21o_1       18         135.1
sky130_fd_sc_hd__buf_2        18         90.09
sky130_fd_sc_hd__mux4_1       18         473.0
sky130_fd_sc_hd__buf_6        13         146.4
sky130_fd_sc_hd__inv_1        11         41.29
sky130_fd_sc_hd__nand3_1      11         55.05
sky130_fd_sc_hd__nor3_1       10         50.05
sky130_fd_sc_hd__buf_1         9         33.78
sky130_fd_sc_hd__nand4_1       9         56.30
sky130_fd_sc_hd__a211oi_1      7         52.55
sky130_fd_sc_hd__a211o_1       5         43.79
sky130_fd_sc_hd__mux2i_1       5         50.05
sky130_fd_sc_hd__nand2b_1      5         31.28
sky130_fd_sc_hd__o21bai_1      5         37.54
sky130_fd_sc_hd__and3_1        4         25.02
sky130_fd_sc_hd__a21boi_0      3         22.52
sky130_fd_sc_hd__a31oi_1       3         18.77
sky130_fd_sc_hd__fa_1          3         60.06
sky130_fd_sc_hd__o22ai_1       3         18.77
[how the worst max path moves through the flow]
stage | startpoint | to | depth (start not counted)
CTS | pong_fifo_33.rptr[0] | result[13] | 6
global route | pong_fifo_33.rptr[0] | result[10] | 6
finish | pong_fifo_33.rptr[0] | result[10] | 6
Power is estimated from default activity; no workload was simulated.
