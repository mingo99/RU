==> flow/design.v <==
typedef logic [32-1:0] sum_t;
typedef logic signed [7:0] mult_t;
typedef logic signed [32-1:0] sum_q[$];
module pea_ctrl_33 #(
    parameter COL           = 8,
    parameter TILE_LEN      = 16,
    parameter CHN_WIDTH     = 4,
    parameter CHN_OFT_WIDTH = 6,
    parameter FMS_WIDTH     = 8,
    parameter PC_COL_WIDTH  = 4,    
    parameter PC_ROW_WIDTH  = 3
) (
    input  wire                 clk,
    input  wire                 rstn,
    input  wire [CHN_WIDTH-1:0] chi,
    input  wire [CHN_WIDTH-1:0] cho,
    input  wire                 stride,
    input  wire [FMS_WIDTH-1:0] ifm_size,     
    input  wire                 group,
    input  wire                 start_conv,
    output wire                 ifm_read,
    output wire                 wgt_read,
    output wire [      COL-1:0] pvalid,
    output wire                 ic_done,
    output wire                 oc_done,
    output wire                 conv_done
);
    localparam PC_ROW_WIDTH_S2 = PC_ROW_WIDTH - 1;
    localparam PC_COL_WIDTH_S2 = PC_COL_WIDTH - 1;
    localparam TC_COL_WIDTH = FMS_WIDTH - PC_COL_WIDTH_S2;
    localparam TC_ROW_WIDTH = FMS_WIDTH - PC_ROW_WIDTH_S2;
    localparam CH_CNT_WIDTH = CHN_WIDTH + CHN_OFT_WIDTH;
    wire [FMS_WIDTH-1:0] ofm_size;
    assign ofm_size = stride ? ((ifm_size - 3) >> 1) + 1'b1 : ifm_size - 2;
    wire [CH_CNT_WIDTH-1:0] ic_num, oc_num;
    assign ic_num = (chi << CHN_OFT_WIDTH) - 1'b1;
    assign oc_num = (cho << CHN_OFT_WIDTH) - 1'b1;
    wire [PC_ROW_WIDTH-1:0] tile_row_offset_s1 = ofm_size[PC_ROW_WIDTH-1:0];
    wire [PC_COL_WIDTH-1:0] tile_col_offset_s1 = ofm_size[PC_COL_WIDTH-1:0];
    wire [PC_ROW_WIDTH_S2-1:0] tile_row_offset_s2 = ofm_size[PC_ROW_WIDTH_S2-1:0];
    wire [PC_COL_WIDTH_S2-1:0] tile_col_offset_s2 = ofm_size[PC_COL_WIDTH_S2-1:0];
    wire [PC_COL_WIDTH-1:0] tile_col_offset = stride ? (tile_col_offset_s2 << 1) : tile_col_offset_s1;
    wire [PC_ROW_WIDTH-1:0] tile_row_offset = stride ? (tile_row_offset_s2 << 1) : tile_row_offset_s1;
    wire [TC_ROW_WIDTH-1:0] tc_row_max_s1 = |tile_row_offset_s1 ? ofm_size[FMS_WIDTH-1:PC_ROW_WIDTH] : ofm_size[FMS_WIDTH-1:PC_ROW_WIDTH]-1;
    wire [TC_COL_WIDTH-1:0] tc_col_max_s1 = |tile_col_offset_s1 ? ofm_size[FMS_WIDTH-1:PC_COL_WIDTH] : ofm_size[FMS_WIDTH-1:PC_COL_WIDTH]-1;
    wire [TC_ROW_WIDTH-1:0] tc_row_max_s2 = |tile_row_offset_s2 ? ofm_size[FMS_WIDTH-1:PC_ROW_WIDTH_S2] : ofm_size[FMS_WIDTH-1:PC_ROW_WIDTH_S2]-1;
    wire [TC_COL_WIDTH-1:0] tc_col_max_s2 = |tile_col_offset_s2 ? ofm_size[FMS_WIDTH-1:PC_COL_WIDTH_S2] : ofm_size[FMS_WIDTH-1:PC_COL_WIDTH_S2]-1;
    wire [TC_ROW_WIDTH-1:0] tc_row_max = stride ? tc_row_max_s2 : tc_row_max_s1;
    wire [TC_COL_WIDTH-1:0] tc_col_max = stride ? tc_col_max_s2 : tc_col_max_s1;
    reg [TC_ROW_WIDTH-1:0] tc_row;
    reg [TC_COL_WIDTH-1:0] tc_col;
    wire tile_row_last, tile_col_last;
    assign tile_row_last = tc_row == tc_row_max;
    assign tile_col_last = tc_col == tc_col_max;
    wire tile_done, tile_ver_done;
    wire [TC_ROW_WIDTH-1:0] tc_row_nxt = conv_done ? 'b0 : tc_row + tile_ver_done;
    wire [TC_COL_WIDTH-1:0] tc_col_nxt = tile_ver_done ? 'b0 : tc_col + tile_done;
    always @(posedge clk or negedge rstn) begin
        if (!rstn) begin
            tc_row <= 'b0;
            tc_col <= 'b0;
        end else begin
            tc_row <= tc_row_nxt;
            tc_col <= tc_col_nxt;
        end
    end
    reg [PC_COL_WIDTH-1:0] pc_col;
    wire [PC_COL_WIDTH-1:0] pc_col_max, pc_col_nxt;
    wire cnt_valid;
    assign pc_col_max = tile_col_last & (|tile_col_offset) ? tile_col_offset - 1 : TILE_LEN - 1;
    assign pc_col_nxt = ic_done ? 'b0 : pc_col + cnt_valid;
    always @(posedge clk or negedge rstn) begin
        if (!rstn) begin
            pc_col <= 'b0;
        end else begin
            pc_col <= pc_col_nxt;
        end
    end
    wire ic_last, oc_last;
    reg [CH_CNT_WIDTH-1:0] ic_cnt, oc_cnt;
    wire [CH_CNT_WIDTH-1:0] ic_cnt_nxt, oc_cnt_nxt;
    assign ic_cnt_nxt = ic_done ? (ic_last ? 'b0 : ic_cnt + 1'b1) : ic_cnt;
    assign oc_cnt_nxt = oc_done ? (oc_last ? 'b0 : oc_cnt + 1'b1) : oc_cnt;
    assign ic_last = group | (ic_cnt == ic_num);
    assign oc_last = oc_cnt == oc_num;
    always @(posedge clk or negedge rstn) begin
        if (!rstn) begin
            ic_cnt <= 'b0;
            oc_cnt <= 'b0;
        end else begin
            ic_cnt <= ic_cnt_nxt;
            oc_cnt <= oc_cnt_nxt;
        end
    end
    wire pc_col_last = pc_col == (TILE_LEN - 1);
    reg [4:0] flush_stage;
    always @(posedge clk or negedge rstn) begin
        if (!rstn) begin
            flush_stage <= 'b0;
        end else begin
            flush_stage <= {flush_stage[3:0], start_conv | (~conv_done & ic_done)};
        end
    end
    reg [4:0] conv_done_reg;
    always @(posedge clk or negedge rstn) begin
        if (!rstn) conv_done_reg <= 'b0;
        else conv_done_reg <= {conv_done_reg[3:0], conv_done};
    end
    localparam IDLE = 3'b001;
    localparam FLUSH = 3'b010;
    localparam CALC = 3'b100;
    reg [2:0] curr_state, next_state;
    always @(posedge clk or negedge rstn) begin
        if (!rstn) begin
            curr_state <= IDLE;
        end else begin
            curr_state <= next_state;
        end
    end
    always @(*) begin
        case (curr_state)
            IDLE: begin
                if (start_conv) next_state = FLUSH;
                else next_state = IDLE;
            end
            FLUSH: begin
                if (flush_stage[4]) next_state = CALC;
                else next_state = FLUSH;
            end
            CALC: begin
                if (conv_done) next_state = IDLE;
                else if (ic_done) next_state = FLUSH;
                else next_state = CALC;
            end
            default: next_state = IDLE;
        endcase
    end
    reg ifm_rd_col_msk_pre;
    always @(posedge clk or negedge rstn) begin
        if (!rstn) ifm_rd_col_msk_pre <= 1'b1;
        else if (ifm_rd_col_msk_pre)
            ifm_rd_col_msk_pre <= (&pc_col_max) | ~((pc_col == (pc_col_max - 1) & cnt_valid));
        else ifm_rd_col_msk_pre <= ic_done;
    end
    wire ifm_rd_col_msk;
    assign ifm_rd_col_msk = tile_col_last ? ifm_rd_col_msk_pre | ic_done : ifm_rd_col_msk_pre;
    assign ifm_read = (start_conv | (|curr_state[2:1])) & ifm_rd_col_msk;
    assign wgt_read = start_conv | (~conv_done & ic_done) | (|flush_stage[1:0]);
    assign cnt_valid = curr_state[2] | (curr_state[1] & (|flush_stage[4:2]));
    reg [2:0] pvalid_s1_reg;
    always @(posedge clk or negedge rstn) begin
        if (!rstn) pvalid_s1_reg <= 'b0;
        else pvalid_s1_reg <= {pvalid_s1_reg[1:0], cnt_valid};
    end
    reg pvalid_s2_reg;
    always @(posedge clk or negedge rstn) begin
        if (!rstn) begin
            pvalid_s2_reg <= 'b0;
        end else if (pvalid_s1_reg[1]) begin
            pvalid_s2_reg <= ~pvalid_s2_reg;
        end
    end
    wire pvalid_s2;
    assign pvalid_s2 = pvalid_s1_reg[2] & pvalid_s2_reg;
    reg vld_col_msk_pre;
    always @(posedge clk or negedge rstn) begin
        if (!rstn) vld_col_msk_pre <= 1'b1;
        else if (vld_col_msk_pre)
            vld_col_msk_pre <= (&pc_col_max) | ~((pc_col == pc_col_max) & cnt_valid);
        else vld_col_msk_pre <= ic_done;
    end
    reg [2:0] vld_col_msk_reg;
    always @(posedge clk or negedge rstn) begin
        if (!rstn) vld_col_msk_reg <= 3'b111;
        else vld_col_msk_reg <= {vld_col_msk_reg[1:0], vld_col_msk_pre};
    end
    wire pvalid_unmsk, vld_col_msk, pvalid_single;
    assign vld_col_msk   = vld_col_msk_reg[2];
    assign pvalid_unmsk  = stride ? pvalid_s2 : pvalid_s1_reg[2];
    assign pvalid_single = pvalid_unmsk & vld_col_msk;
    wire vld_row_msk_vld;
    assign vld_row_msk_vld = tile_row_last & (|tile_row_offset);
    reg [2:0] vld_row_msk_vld_reg;
    always @(posedge clk or negedge rstn) begin
        if (!rstn) vld_row_msk_vld_reg <= 'b0;
        else vld_row_msk_vld_reg <= {vld_row_msk_vld_reg[1:0], vld_row_msk_vld};
    end
    wire [COL-1:0] vld_row_msk;
    assign vld_row_msk = vld_row_msk_vld_reg[2] ? ({COL{1'b1}} >> (COL - tile_row_offset)) : {COL{1'b1}};
    assign pvalid = {COL{pvalid_single}} & vld_row_msk;
    assign ic_done = pc_col_last & cnt_valid;
    assign oc_done = ic_last & ic_done;
    assign tile_done = oc_last & oc_done;
    assign tile_ver_done = tile_col_last & tile_done;
    assign conv_done = tile_row_last & tile_ver_done;
endmodule
==> flow/run.sh <==
#!/bin/bash
# OpenROAD 26Q1-2900-gdf79404cd8, Yosys 0.63+post, stock flow scripts
make -C /OpenROAD-flow-scripts/flow DESIGN_CONFIG=/design/flow/config.mk WORK_HOME=/design/flow/orfs finish
==> flow/config.mk <==
export PLATFORM = sky130hd
export DESIGN_NAME = pea_ctrl_33
export DESIGN_NICKNAME = pea_ctrl_33
export VERILOG_FILES = /design/flow/design.v
export SDC_FILE = /design/flow/constraint.sdc
export NUM_CORES = 4
export LEC_CHECK = 1
export CORE_UTILIZATION = 30
export SYNTH_HDL_FRONTEND = slang
==> flow/constraint.sdc <==
current_design pea_ctrl_33

set clk_period 5.6
set clk_io_pct 0.2

create_clock -name clk0 -period $clk_period [get_ports {clk}]

set non_clock_inputs [all_inputs -no_clocks]
set_input_delay [expr $clk_period * $clk_io_pct] -clock clk0 $non_clock_inputs
set_output_delay [expr $clk_period * $clk_io_pct] -clock clk0 [all_outputs]
==> reports/qor.csv <==
metric,value,unit
yosys_cells,504,
warnings,31,
n_fill_cell,1365,
place_congestion,0.915,
max_freq,171,MHz
regToRegEndpoint,ifm_rd_col_msk_pre,
holdPathEnd,pvalid_s1_reg[1],
rsz0062_at_grt,true,
peakVddDrop,0.000132,V
clock_skew,0.00576,ns
yosys-top-cells-area,"dfrtp_1, xnor2_1, ha_1",
p_leak,2.65,nW
ant_nets,0,
cts_buffers,5,
wirelength,10600,um
period_needed,5.84,ns
tns,-0.859,ns
fp.dieArea,15400,um^2
cp_cell_sequence,buf_8 -> buf_6 -> ha_4 -> and4bb_1 -> a211oi_2 -> xor2_1 -> nor2_1 -> nor2_2 -> ha_2 -> nand4bb_1 -> a211oi_2 -> buf_4 -> xor2_1 -> nand2_1 -> a21oi_2 -> o21ai_1 -> nand4b_1 -> buf_6 -> nor4b_4 -> buf_4 -> buf_6 -> o21ai_2 -> buf_2,
grt_start_max_net_pins,56,
finalClockPeriodUsage,1.04,
critical_path.top_delay_family,simple AND/OR/NAND/NOR gates,
ys_async_sr_fraction,1.00,
lay_top_cells,"buf_4, nor2_1, dfrtp_1",
core_area,14500,um^2
ys_types,82,
min_from,pvalid_s1_reg[0],
ys_seq_share,0.309,
stdcell_area,6160,um^2
antenna_found_initial,0,
tightestPinTransition,0.717,ns
cts_buffer_depth,2,
holdCritPathClass,reg2reg,
fin_ws,-0.241,ns
clkTransAtPathRegs,0.06,ns
vias,3977,
fp.dieH,124,um
synthCells,504,
die_w,124,um
cp_max_fo,3,
seqCellArea,1380,um^2
drive_above_1_share,0.306,
worstHoldPathCells,0,
drt_iter0_markers,189,
setup_viol,4,
crit_path_start_kind,primary input,
maxSlewViolCount,0,
grt_pass1_vias,3784,
final-comb-area,3180,um^2
fp_util,0.308,
syn-cell-area,4480,um^2
cts_sinks,55,
yosys_warnings,0,
hold_slack,0.353,ns
grtUsageTotal,0.142,
cts_hold_buf,0,
cts_tree,yes,
p_total,0.00141,W
dp.cells,785,
final_common_cell,buf_4,
rrSetupSlack,2.15,ns
rows,44,
grt_pass1_wl,18300,um
powerDensity,229,nW/um^2
cp_data_arrival_time,4.72,ns
path_common_cell,buf_6,
critPathBufInv,7,
largestRegisters,"ic_cnt (10), oc_cnt (10), tc_row (6)",
r2r_start,tc_col[4],
ys_ff,55,
drc,0,
hold_viol,0,
syn2layout_area_growth,37.4,%
r2r_cells,19,
drt_first_pass_iters,4,
path_class,in2out,
port-buffer-count,33,
relSlewSlack,0.520,
post_drt_wl_per_cell,13.0,um
io_pins,34,
clock_latency,0.29,ns
ys_chip_area,4480,um^2
cts-htree-levels,2,
cp-end-kind,primary output,
synth-edff-count,0,
post-synth-top-area-cell,dfrtp_1,
place_area,5660,um^2
outcome,finished with violations,
diodes,0,
maxCapViolations,0,
crit_path_top_delay_cell,a211oi_2,
cts_root_buf,clkbuf_16,
fin_cells,811,
violations,negative setup slack,
vias_per_cell,4.90,
dpl.hpwl,7840,um
ys.flop_type,dfrtp_1,
top_cell_area_share,0.274,
grt_overflow,0,
critical_path_required,4.48,ns
syn_avg_cell_area,8.89,um^2
worst_path_largest_cell_delay,0.34,ns
-- power by group --
part / switching [W] / internal, W / total [W]
Clock: 0.000134 / 0.000191 / 0.000324
Sequential: 0.0000686 / 0.000460 / 0.000529
Combinational: 0.000258 / 0.000296 / 0.000554
Total: 0.000461 / 0.000947 / 0.00141
-- logic make-up after synthesis --
group | after synthesis | share of synthesized area
flops | 55 | 0.309
buf+inv | 40 | 0.0441
mux | 8 | 0.0212
fa+ha+maj | 21 | 0.0586
xor+xnor | 75 | 0.157
simple gates | 217 | 0.266
compound gates | 88 | 0.144
-- worst max path at each step --
stage	from	endpoint	slack, ns	depth (start not counted)
CTS	ifm_size[1]	wgt_read	-0.25	23
global route	ifm_size[1]	ifm_rd_col_msk_pre	-0.59	30
finish	ifm_size[1]	wgt_read	-0.24	23
-- Yosys cell counts, drive strengths merged (2+ instances only) --
cell	number
ha	21
nor2b	8
nand3b	2
mux2	2
dfstp	6
a41o	2
a221oi	2
a211oi	5
nand4b	3
a31o	2
and4	3
nor2	56
nand3	28
o31ai	4
nor3b	4
a31oi	5
o31a	3
o211ai	2
xor2	24
xnor2	48
clkbuf	12
a2111oi	4
buf	12
nand2b	5
inv	15
or2	4
xnor3	3
a21oi	20
and2	4
dfrtp	49
o21ai	21
mux2i	6
nor4	8
nor4b	2
o21a	3
o2111ai	2
nand2	43
or3	5
nand4	4
and3	11
nor3	20
-- timing repair --
item,in CTS,in global routing
endpoints found under the setup margin,4,4
pin swaps,33,21
gates cloned,1,0
setup buffers,13,4
resized,63,8
-- through the flow --
step / setup slack [ns] / util
floorplan: -0.0348 / -
detailed placement: -1.00 / 0.389
global placement: -1.00 / 0.389
global route: -0.591 / 0.424
finish: -0.241 / 0.424
CTS: -0.252 / 0.420
-- routing by layer --
metal / track usage / up-vias / wire [um]
met5: 0 / - / 0
met3: 0.0145 / 12 / 229
met4: 0.0220 / 0 / 185
met1: 0.230 / 1889 / 5590
li1: - / 2032 / -
met2: 0.210 / 44 / 4570
-- cell type report --
class	instances	area share
Tap cell	184	0.0374
Inverter	16	0.0102
Timing Repair Buffer	139	0.187
Clock buffer	8	0.0254
Multi-Input combinational cell	409	0.516
Sequential cell	55	0.225
-- worst reg2reg max path, delay by kind of cell, from the launching register on --
family | cells | cell delay, ns
xor+xnor | 1 | 0.15
simple gates | 10 | 1.80
fa+ha+maj | 1 | 0.25
flops | 1 | 0.38
compound gates | 3 | 0.27
buf+inv | 4 | 0.54
No activity file was given, so power comes from the tool's default toggle rates.
